==> /design/flow/constraint.sdc <==
current_design MyDesign

set clk_period 9.8
set clk_io_pct 0.2

create_clock -name clk0 -period $clk_period [get_ports {clk}]

set non_clock_inputs [all_inputs -no_clocks]
set_input_delay [expr $clk_period * $clk_io_pct] -clock clk0 $non_clock_inputs
set_output_delay [expr $clk_period * $clk_io_pct] -clock clk0 [all_outputs]
==> /design/flow/design.v <==
`timescale 1ns / 1ps
module MyDesign (
    input   wire dut_run                    ,    
    output  reg  dut_busy                   ,    
    input   wire reset_b                    ,    
    input   wire clk                        ,    
    output reg        input_sram_write_enable    ,    
    output reg [11:0] input_sram_write_addresss  ,    
    output reg [15:0] input_sram_write_data      ,    
    output reg [11:0] input_sram_read_address    ,    
    input  wire [15:0] input_sram_read_data      ,    
    output reg        output_sram_write_enable    ,    
    output reg [11:0] output_sram_write_addresss  ,    
    output reg [15:0] output_sram_write_data      ,    
    output reg [11:0] output_sram_read_address    ,    
    input  wire [15:0] output_sram_read_data      ,    
    output reg        scratchpad_sram_write_enable    ,    
    output reg [11:0] scratchpad_sram_write_addresss  ,    
    output reg [15:0] scratchpad_sram_write_data      ,    
    output reg [11:0] scratchpad_sram_read_address    ,    
    input  wire [15:0] scratchpad_sram_read_data      ,    
    output reg        weights_sram_write_enable    ,    
    output reg [11:0] weights_sram_write_addresss  ,    
    output reg [15:0] weights_sram_write_data      ,    
    output reg [11:0] weights_sram_read_address    ,    
    input  wire [15:0] weights_sram_read_data          
  );
  parameter STATE_IDLE         = 4'b0000;   
  parameter STATE_READ_WEIGHT  = 4'b0001;   
  parameter STATE_SAVE_WEIGHT  = 4'b0010;   
  parameter STATE_READ_INPUT_1 = 5'd3;      
  parameter STATE_READ_INPUT_2 = 5'd4;      
  parameter STATE_READ_INPUT_3 = 5'd5;      
  parameter STATE_READ_INPUT_4 = 5'd6;      
  parameter STATE_READ_INPUT_5 = 5'd7;      
  parameter STATE_READ_INPUT_6 = 5'd8;      
  parameter STATE_READ_INPUT_7 = 5'd9;      
  parameter STATE_READ_INPUT_8 = 5'd10;     
  parameter STATE_READ_INPUT_9 = 5'd11;     
  parameter STATE_COMPUTE_OUTPUT = 5'd12;   
  parameter STATE_WRITE_OUTPUT  = 5'd13;    
  reg  [5:0] current_state = STATE_IDLE;   
  reg signed [15:0] input_buffer [5:0];    
  wire signed [7:0] processed_input [17:0];  
  reg signed [7:0] weight_buffer [9:0];    
  wire signed [15:0] multiplied_results [8:0];   
  wire signed [15:0] multiplied_results2[8:0];   
  wire signed [19:0] final_output;         
  wire signed [19:0] final_output2;        
  reg signed [15:0] relu_output;           
  reg [11:0] input_address, weight_address, output_address;  
  reg [10:0] row_counter;                                    
  always @(posedge clk)
  begin
    if (~reset_b)
    begin   
      dut_busy <= 1'b0;
      weights_sram_write_enable <= 1'b0;
      weights_sram_read_address <= 12'b0;
      input_sram_write_enable <= 1'b0;
      input_sram_read_address <= 12'b0;
      output_sram_write_enable <= 1'b0;
      output_sram_write_addresss <= 12'b0;
      output_sram_write_data <= 16'b0;
      input_address <= 12'b0;
      weight_address <= 12'b0;
      output_address <= 12'b0;
      row_counter <= 10'd0;
    end
    else
    begin
      case (current_state)
        STATE_IDLE:
        begin
          if (dut_run)
          begin
            current_state <= STATE_READ_WEIGHT;
            weights_sram_write_addresss <= 1'b0;
            weights_sram_read_address <= 12'b0;
            input_sram_write_enable <= 1'b0;
            input_sram_read_address <= 12'b0;
            output_sram_write_enable <= 1'b0;
            output_sram_write_addresss <= 12'b0;
            output_sram_write_data <= 16'b0;
            input_address <= 12'b0;
            weight_address <= 12'b0;
            output_address <= 12'b0;
          end
          else
          begin
            current_state <= STATE_IDLE;   
            dut_busy <= 1'b0;
          end
        end
        STATE_READ_WEIGHT:
        begin
          dut_busy <= 1'b1;
          current_state <= STATE_SAVE_WEIGHT;
          weights_sram_write_enable <= 1'b0;
          weights_sram_read_address <= weight_address;   
          weight_address <= weight_address + 1'b1;       
        end
        STATE_SAVE_WEIGHT:
        begin
          if (weight_address > 0)
          begin
            {weight_buffer[(weights_sram_read_address*2)-2'd2], weight_buffer[(weights_sram_read_address*2)-2'd1]} <= weights_sram_read_data;
          end
          if (weight_address > 5)
          begin
            current_state <= STATE_READ_INPUT_1;
          end
          else
          begin
            current_state <= STATE_READ_WEIGHT;
          end
        end
        STATE_READ_INPUT_1:
        begin
          current_state <= STATE_READ_INPUT_2;
          output_sram_write_enable <= 1'b0;
          input_sram_write_enable <= 1'b0;
          input_sram_read_address <= input_address;
        end
        STATE_READ_INPUT_2:
        begin
          current_state <= STATE_READ_INPUT_3;
          input_sram_read_address <= input_address + 1'd1;
        end
        STATE_READ_INPUT_3:
        begin
          current_state <= STATE_READ_INPUT_4;
          input_sram_read_address <= input_address + 5'd8;
          input_buffer[0] <= input_sram_read_data;
        end
        STATE_READ_INPUT_4:
        begin
          current_state <= STATE_READ_INPUT_5;
          input_sram_read_address <= input_address + 5'd9;
          input_buffer[1] <= input_sram_read_data;
        end
        STATE_READ_INPUT_5:
        begin
          current_state <= STATE_READ_INPUT_6;
          input_sram_read_address <= input_address + 5'd16;
          input_buffer[2] <= input_sram_read_data;
        end
        STATE_READ_INPUT_6:
        begin
          current_state <= STATE_READ_INPUT_7;
          input_sram_read_address <= input_address + 5'd17;
          input_buffer[3] <= input_sram_read_data;
        end
        STATE_READ_INPUT_7:
        begin
          current_state <= STATE_READ_INPUT_8;
          input_buffer[4] <= input_sram_read_data;
        end
        STATE_READ_INPUT_8:
        begin
          current_state <= STATE_READ_INPUT_9;
          input_buffer[5] <= input_sram_read_data;
          if (row_counter > 5)
          begin
            input_address <= input_address + 2'd2;
            row_counter <= 8'd0;
          end
          else
          begin
            input_address <= input_address + 1'b1;
            row_counter <= row_counter + 1'b1;
          end
        end
        STATE_READ_INPUT_9:
        begin
          current_state <= STATE_COMPUTE_OUTPUT;
          if (final_output > 127)
          begin
            relu_output[15:8] <= 8'd127;
          end
          else if (final_output < 0)
          begin
            relu_output[15:8] <= 8'd0;
          end
          else
          begin
            relu_output[15:8] <= final_output;
          end
          if (final_output2 > 127)
          begin
            relu_output[7:0] <= 8'd127;
          end
          else if (final_output2 < 0)
          begin
            relu_output[7:0] <= 8'd0;
          end
          else
          begin
            relu_output[7:0] <= final_output2;
          end
        end
        STATE_COMPUTE_OUTPUT:
        begin
          output_sram_write_enable <= 1'b1;
          output_sram_write_addresss <= output_address;
          output_sram_write_data <= relu_output;   
          output_address <= output_address + 1'b1;
          if (input_address > 110)
          begin
            current_state <= STATE_WRITE_OUTPUT;
          end
          else
          begin
            current_state <= STATE_READ_INPUT_1;
          end
        end
        STATE_WRITE_OUTPUT:
        begin
          current_state <= STATE_IDLE;
          output_sram_write_enable <= 1'b0;
          dut_busy <= 1'b0;   
        end
        default:
        begin
          current_state <= STATE_IDLE;
        end
      endcase
    end
  end
  assign processed_input[0] = input_buffer[0][15:8];
  assign processed_input[1] = input_buffer[0][7:0];
  assign processed_input[2] = input_buffer[1][15:8];
  assign processed_input[3] = input_buffer[2][15:8];
  assign processed_input[4] = input_buffer[2][7:0];
  assign processed_input[5] = input_buffer[3][15:8];
  assign processed_input[6] = input_buffer[4][15:8];
  assign processed_input[7] = input_buffer[4][7:0];
  assign processed_input[8] = input_buffer[5][15:8];
  assign processed_input[9] = input_buffer[0][7:0];
  assign processed_input[10] = input_buffer[1][15:8];
  assign processed_input[11] = input_buffer[1][7:0];
  assign processed_input[12] = input_buffer[2][7:0];
  assign processed_input[13] = input_buffer[3][15:8];
  assign processed_input[14] = input_buffer[3][7:0];
  assign processed_input[15] = input_buffer[4][7:0];
  assign processed_input[16] = input_buffer[5][15:8];
  assign processed_input[17] = input_buffer[5][7:0];
  assign multiplied_results[0] = processed_input[0]*weight_buffer[0];
  assign multiplied_results[1] = processed_input[1]*weight_buffer[1];
  assign multiplied_results[2] = processed_input[2]*weight_buffer[2];
  assign multiplied_results[3] = processed_input[3]*weight_buffer[3];
  assign multiplied_results[4] = processed_input[4]*weight_buffer[4];
  assign multiplied_results[5] = processed_input[5]*weight_buffer[5];
  assign multiplied_results[6] = processed_input[6]*weight_buffer[6];
  assign multiplied_results[7] = processed_input[7]*weight_buffer[7];
  assign multiplied_results[8] = processed_input[8]*weight_buffer[8];
  assign final_output = multiplied_results[0]+multiplied_results[1]+multiplied_results[2]+multiplied_results[3]+multiplied_results[4]+multiplied_results[5]+multiplied_results[6]+multiplied_results[7]+multiplied_results[8];
  assign multiplied_results2[0] = processed_input[9]*weight_buffer[0];
  assign multiplied_results2[1] = processed_input[10]*weight_buffer[1];
  assign multiplied_results2[2] = processed_input[11]*weight_buffer[2];
  assign multiplied_results2[3] = processed_input[12]*weight_buffer[3];
  assign multiplied_results2[4] = processed_input[13]*weight_buffer[4];
  assign multiplied_results2[5] = processed_input[14]*weight_buffer[5];
  assign multiplied_results2[6] = processed_input[15]*weight_buffer[6];
  assign multiplied_results2[7] = processed_input[16]*weight_buffer[7];
  assign multiplied_results2[8] = processed_input[17]*weight_buffer[8];
  assign final_output2 = multiplied_results2[0]+multiplied_results2[1]+multiplied_results2[2]+multiplied_results2[3]+multiplied_results2[4]+multiplied_results2[5]+multiplied_results2[6]+multiplied_results2[7]+multiplied_results2[8];
endmodule
==> /design/flow/config.mk <==
export PLATFORM = sky130hd
export DESIGN_NAME = MyDesign
export DESIGN_NICKNAME = MyDesign
export VERILOG_FILES = /design/flow/design.v
export SDC_FILE = /design/flow/constraint.sdc
export NUM_CORES = 4
export LEC_CHECK = 1
export CORE_UTILIZATION = 40
==> /design/flow/run.sh <==
#!/bin/bash
# OpenROAD 26Q1-2900-gdf79404cd8, Yosys 0.63+post, stock flow scripts
make -C /OpenROAD-flow-scripts/flow DESIGN_CONFIG=/design/flow/config.mk WORK_HOME=/design/flow/orfs finish
==> flow_summary_export.csv <==
group,metric,value,unit
floorplan,core_util_floorplan,0.403,
timing,fin_crit,9380,ps
drt,wl,196000,um
timing,period_used_share,0.957,
worst_setup_path,cpLargestDelayFamily,"adder cells",
global_route,grt_pass1_wl,297000,um
logic_synthesis,synth_area,63900,um2
layout,regArea,7670,um2
run,openroad.warnings,63,
global_route,track_usage,0.274,
clock_tree,postCtsHoldBufs,0,
worst_setup_path,slowest_stage,"fa_1",
hold_path,hp-class,"register to register",
worst_setup_path,cpPeakStageDelay,750,ps
floorplan,io-pin-count,232,
status,status,"complete, no violations",
layout,drive_gt1_frac,0.0493,
logic_synthesis,yosysChipArea,63900,um2
global_route,grt_pass1_vias,46300,
drt,vias,41400,
timing,hold_viol_final,0,
drt,detail-route-antenna-nets,0,
clock_tree,cts.clk_slew.worst_paths,60,ps
logic_synthesis,ys_cells,6340,
drt,first_pass_iters,5,
worst_setup_path,worst-setup-path-type,"register to register",
global_route,antenna_found_initial,3,
worst_setup_path,worst_ep_arrival_time,9690,ps
logic_synthesis,ff_type,"edfxtp_1",
timing,setup_viol,0,
global_route,grt_max_degree,77,
floorplan,die_height,402,um
clock_tree,ctsResizeCount,0,
logic_synthesis,edf_count,188,
timing,rsz0062_at_grt,"false",
logic_synthesis,synth_flops,289,
clock_tree,clock-sinks,289,
layout,lay_top_count,"inv_1",
layout,area_growth,8.07,%
placement,dp_slack,359,ps
clock_tree,cts_buffers,41,
timing,max_slew_margin,0.371,
clock_tree,cts_tree,"done",
drt,drc,0,
worst_setup_path,path_max_fanout,7,
logic_synthesis,yosysWarnings,99,
worst_setup_path,setup.worst_path.start_class,"register",
clock_tree,cts_root_buffer,"clkbuf_16",
floorplan,core_region_area,158000,um2
floorplan,rows,146,
clock_tree,clock_path_buffers,3,
global_route,grt_remaining_overflow,0,
drt,drt-vias-per-instance,4.82,
timing,fin_setup_tns,0,ps
layout,mostFrequentLayoutCells,"inv_1, fa_1, and2_1, nand2_1, ha_1",
run,drv_cap,0,
worst_setup_path,r2r_slack,420,ps
floorplan,die_area,161000,um2
worst_setup_path,required,10110,ps
drt,post_drt_wl_per_cell,22.9,um
timing,worstMarginPinSlew,942,ps
clock_tree,postCtsSetupBuffers,0,
layout,fill_cells,14800,
worst_setup_path,crit_path_end_kind,"register",
worst_setup_path,crit_buf_inv,8,
placement,place_congestion,1.02,
layout,logic_area,48400,um2
floorplan,die_w,402,um
timing,setup_ws,422,ps
logic_synthesis,syn_area_per_cell,10.1,um2
clock_tree,clock_latency,630,ps
worst_setup_path,path_common_cell,"fa_1",
drt,dr.first_iter.drc_count,1836,
logic_synthesis,ys_seq_share,0.120,
placement,place_hpwl,167000,um
placement,io_buffers,88,
timing,finClkSkew,40.7,ps
logic_synthesis,ys_types,87,
timing,slew_viol_final,0,
timing,fmax,107,MHz
logic_synthesis,synthCells,6340,
logic_synthesis,async_flop_share,0,
layout,post-route-util,0.436,
clock_tree,htree_levels,2,
-- registers in the layout (all words and copies together), names as in the netlist --
register,flops
weights_sram_read_address,12
output_sram_write_addresss,12
current_state,4
input_address,12
dut_busy,1
relu_output,16
weight_address,12
output_sram_write_enable,1
output_sram_write_data,16
input_sram_read_address,12
row_counter,11
weight_buffer,72
output_address,12
input_buffer,96
-- kinds of logic (layout without fill, tap and decap cells) --
kind of cell | Yosys count | in the layout | share of synthesized area
buffers and inverters | 2089 | 2148 | 0.129
other | 1 | 124 | 0.0000587
adder cells (fa/ha/maj) | 1968 | 1968 | 0.571
AND/OR/NAND/NOR | 1588 | 1588 | 0.130
multiplexers | 48 | 48 | 0.00819
XOR/XNOR | 58 | 58 | 0.00807
flip-flops | 289 | 289 | 0.120
AND-OR/OR-AND | 299 | 299 | 0.0331
-- stage by stage --
| step | cell area (um2) | hold WS, ps | cells |
|---|---|---|---|
| floorplan | 64300 | 416 | 6452 |
| global placement | 67700 | 442 | 8510 |
| detailed placement | 67700 | 458 | 8510 |
| CTS | 69000 | 465 | 8583 |
| global route | 69000 | 499 | 8585 |
| finish | 69000 | 459 | 8594 |
-- area by class of cell --
class / instances / share of cell area
Tap cell: 2072 / 0.0376
Sequential cell: 289 / 0.111
Inverter: 1797 / 0.0977
Clock buffer: 53 / 0.0166
Multi-Input combinational cell: 4074 / 0.701
Clock inverter: 20 / 0.00241
Antenna cell: 11 / 0.000399
Timing Repair Buffer: 278 / 0.0333
-- tightest hold or removal path: stages (launching register included) --
cell and delay, ps:
dfxtp_1 310, nand2_1 50, a21boi_1 50
-- layer usage --
metal	share of wire	track usage	vias up
met5	0.00062	0.0146	-
met4	0.036	0.0682	2
met3	0.16	0.193	250
met2	0.43	0.374	2313
met1	0.37	0.365	20400
li1	-	-	18500
-- cell usage after synthesis (5+ instances only) --
cell type	instances	share of area
inv_1	1795	0.11
fa_1	1577	0.49
and2_1	653	0.064
nand2_1	532	0.031
ha_1	391	0.077
edfxtp_1	188	0.088
clkbuf_1	172	0.010
buf_4	111	0.013
dfxtp_1	101	0.032
nor2_1	99	0.0058
nor2b_1	75	0.0073
nand3_1	74	0.0058
nand2b_1	61	0.0060
o21ai_0	59	0.0046
a21boi_0	52	0.0061
a21oi_1	52	0.0041
xnor2_1	45	0.0062
mux2_2	33	0.0058
and3_1	26	0.0025
o21a_1	15	0.0018
mux2i_1	14	0.0022
nor3_1	14	0.0011
a31oi_1	13	0.0013
xor2_1	12	0.0016
a211oi_1	11	0.0013
a21o_1	10	0.0012
nand4_1	9	0.00088
a41oi_1	8	0.0011
nor3b_1	7	0.00082
nor4_1	7	0.00069
a221oi_1	5	0.00069
a22oi_1	5	0.00059
buf_2	5	0.00039
o22ai_1	5	0.00049
or3_1	5	0.00049
-- path summary, 6_finish.rpt --
kind                                            from  depth (start not counted)                                      end
max reg2reg            input_buffer[5][15]$_DFFE_PP_                         26             relu_output[6]$_SDFFCE_PN1P_
min reg2reg  input_sram_read_address[9]$_SDFFE_PN0P_                          2  input_sram_read_address[9]$_SDFFE_PN0P_
max                    input_buffer[5][15]$_DFFE_PP_                         26             relu_output[6]$_SDFFCE_PN1P_
min          input_sram_read_address[9]$_SDFFE_PN0P_                          2  input_sram_read_address[9]$_SDFFE_PN0P_
